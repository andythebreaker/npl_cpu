**design.v**
```verilog
module instruction_set_model(
    input clk,
    input rst,
    input debug,
    output [6:0] debuger, 
    output [11:0] MEM_ADDR, 
    input [0:31] MEM_IN, 
    output [0:31] MEM_OUT, 
    output MEM_CTRL, 
    output [11:0] INS_ADDR,
    input [0:31] INS_MEM 
);
parameter WIDTH = 32; 
parameter ADDRSIZE = 12; 
parameter MAXREGS = 16; 
parameter SBITS = 5; 
reg [WIDTH-1:0 ] RFILE[0:MAXREGS-1 ], 
                      ir, 
                      src1, src2 ; 
reg [WIDTH:0 ] result ; 
reg [SBITS-1:0 ] psr; 
reg [ADDRSIZE-1:0 ] pc ; 
reg [ADDRSIZE-1:0] MEM_D ;
reg [0:WIDTH-1] MEM_O ;
reg MEM_C;
assign MEM_ADDR = MEM_D;
assign INS_ADDR =   pc;
assign MEM_OUT = MEM_O;
assign MEM_CTRL = MEM_C;
reg [6:0] debug_r;
assign debuger = debug_r; 
reg temp_checkcond;
integer i;
function [6:0] setcondcode; 
    input [WIDTH:0] res; 
    begin
        psr[0] = res[WIDTH];
        psr[1] = ~res[0];
        psr[2] = ^res;
        psr[3] = ~(|res);
        psr[4] = res [WIDTH-1];
        setcondcode = 8; 
    end
endfunction 
function [WIDTH-1:0] getsrc;
    input [WIDTH-1:0] in;
    begin
        if(ir[27] == 0) getsrc = RFILE[ir[23:12]]; 
        else getsrc = ir[23:12]; 
    end
endfunction 
function [WIDTH-1:0] getdst;
    input [WIDTH-1:0] in;
    begin
        if(ir[26] == 0) begin
            getdst = RFILE[ir[11:0]]; 
        end else begin
            debug_r = 10;
            getdst = 0;
        end
    end
endfunction 
always @(posedge clk or posedge rst)
begin 
    if (rst) begin
        debug_r = 2;
        for (i = 0; i<MAXREGS; i=i+1 ) begin
            RFILE[i] = 0;
        end
        ir = 0;
        src1 = 0;
        src2 = 0;
        result = 0;
        psr = 0;
        pc = 0;
        MEM_D = 0;
        MEM_O = 0;
        temp_checkcond = 0;
        MEM_C = 0;
    end else begin
        MEM_C = 0;
        ir = INS_MEM;
        pc = pc+1;
        case (ir[31:28] )
             4'b0000: begin
                debug_r = 3;
            end
             4'b0001: begin
                case (ir[27:24])
                    1: temp_checkcond = psr[0];
                    2: temp_checkcond = psr[1];
                    3: temp_checkcond = psr[2];
                    4: temp_checkcond = psr[3];
                    5: temp_checkcond = psr[4];
                    0: temp_checkcond = 1; 
                    default: debug_r = 6 ;
                endcase
                if (temp_checkcond) begin
                    if (debug) begin
                        debug_r=9;
                    end else begin
                        debug_r=0;
                    end
                    pc = ir[11:0];
                end else begin
                    debug_r = 7 ;
                end
            end
             4'b0010: begin
                psr = 0; 
                MEM_D = ir[23:12];
                RFILE[ir[11:0]] = (ir[27])?ir[23:12] :MEM_IN;
                debug_r = setcondcode({1'b0,RFILE[ir[11:0]]} );
            end
             4'b0011: begin
                psr = 0; 
                MEM_C = 1; 
                MEM_D = ir[11:0];
                MEM_O = (ir[27])?ir[23:12] :RFILE[ir[23:12]];
                debug_r = (ir[27])?setcondcode({21'b0, ir[23:12] }):setcondcode({1'b0, RFILE[ir[23:12]]});
            end
             4'b0100: begin
                psr = 0; 
                src1 = getsrc(ir);
                src2 = getdst(ir);
                result = src1+src2;
                debug_r = setcondcode(result);
            end
             4'b0101: begin
                psr = 0; 
                src1 = getsrc(ir);
                src2 = getdst(ir);
                result = src1*src2;
                debug_r = setcondcode(result);
            end
             4'b0110: begin
                psr = 0; 
                src1 = getsrc(ir);
                result = ~src1;
                debug_r = setcondcode(result);
            end
             4'b0111: begin
                psr = 0; 
                src1 = getsrc(ir);
                src2 = getdst(ir);
                result = (~src1[ADDRSIZE-1])?(src2>>src1[ADDRSIZE-1:0]):(src2<<(-src1[ADDRSIZE-1:0]));
                debug_r = setcondcode(result);
            end
             4'b1000: begin
                psr = 0; 
                src1 = getsrc(ir);
                src2 = getdst(ir);
                if (~src1[ADDRSIZE-1] ) begin
                    result = ( src2 >> src1[ADDRSIZE-1:0] ) | ( src2 << ( WIDTH -src1[ADDRSIZE-1:0] ) );
                end else begin 
                    result[32]=0;
                    result[31:0] = ( src2 << ( -src1[ADDRSIZE-1:0] ) ) | ( src2 >> ( WIDTH -( -src1[ADDRSIZE-1:0] ) ) );
                end
                debug_r = setcondcode(result);
            end
             4'b1001: begin
                debug_r = 5;
            end
             4'b1010: begin
                debug_r =110;
            end
             4'b1011: begin
                debug_r =111;
            end
            default: begin
                debug_r = 4;
            end
        endcase
        if (
            (ir[31:28] == 4'b0100) || 
            (ir[31:28] == 4'b0101) || 
            (ir[31:28] == 4'b0110) || 
            (ir[31:28] == 4'b0111) || 
            (ir[31:28] == 4'b1000) || 
            (ir[31:28] == 4'b1010) || 
            (ir[31:28] == 4'b1011) 
        ) begin
            if (ir[26] == 0) begin
                RFILE[ir[11:0]] = result;
            end else begin
                MEM_C = 1;
                MEM_O = result[WIDTH-1:0];
            end
        end else begin
            RFILE[ir[11:0]] = RFILE[ir[11:0]];
            MEM_C = MEM_C;
            MEM_O = MEM_O;
        end
    end
end 
endmodule  
```
**run.sh**
```bash
#!/bin/bash
# OpenROAD 26Q1-2900-gdf79404cd8, Yosys 0.63+post, stock flow scripts
make -C /OpenROAD-flow-scripts/flow DESIGN_CONFIG=/design/flow/config.mk WORK_HOME=/design/flow/orfs finish
```
**config.mk**
```make
export PLATFORM = sky130hd
export DESIGN_NAME = instruction_set_model
export DESIGN_NICKNAME = instruction_set_model
export VERILOG_FILES = /design/flow/design.v
export SDC_FILE = /design/flow/constraint.sdc
export NUM_CORES = 4
export LEC_CHECK = 1
export CORE_UTILIZATION = 50
```
**constraint.sdc**
```tcl
current_design instruction_set_model

set clk_period 14.0
set clk_io_pct 0.2

create_clock -name clk0 -period $clk_period [get_ports {clk}]

set non_clock_inputs [all_inputs -no_clocks]
set_input_delay [expr $clk_period * $clk_io_pct] -clock clk0 $non_clock_inputs
set_output_delay [expr $clk_period * $clk_io_pct] -clock clk0 [all_outputs]
```
==> impl_metrics.csv <==
group,metric,value,unit
global_route,grt_remaining_overflow,19,
floorplanning,die_w,374,um
yosys,syn_avg_cell_area,8.01,um2
yosys,yosys.cell_types.count,119,
yosys,synth-main-ff-cell,"dfrtp_1",
yosys,synth.yosys.warnings,2,
clocking,cts_buffer_depth,3,
run_status,toolErrorMsg,"[ERROR GRT-0116] Global routing finished with congestion. Check the congestion regions in the DRC Viewer.",
clocking,cts_inserted_buffers,72,
yosys,edf_count,0,
floorplanning,die_y,374,um
placed_design,port_buffers,129,
global_route,grt_pass1_wl,668,mm
clocking,cts_hold_repair.buffers,0,
clocking,htreeDepth,3,
floorplanning,row_count,135,
floorplanning,pin_count,131,
yosys,ys_seq_share,22.2,%
yosys,async_flop_share,100,%
placed_design,place_inst,10601,
placed_design,placed_area,76800,um2
clocking,clock-sinks,612,
run_status,status,"aborted with a tool error",
yosys,syn-instance-count,8621,
run_status,lastStage,"5_1_grt",
clocking,root_buffer,"clkbuf_16",
clocking,cts_setup_buffers,0,
yosys,ys.flops,612,
yosys,yosys_area,69000,um2
global_route,grt_max_degree,102,
yosys,syn_area,69000,um2
placed_design,gp_congestion,1.27,
global_route,grt_use_total,72.3,%
global_route,grt_pass1_vias,83578,
floorplanning,fp_util,50.7,%
yosys,ys_cells,8621,
placed_design,dp_hpwl,356,mm
clocking,cts_resized,0,
## metrics by stage
stage | TNS, ps | worst slack (ps)
4_1_cts | 0 | 791
3_5_place_dp | 0 | 47.4
3_3_place_gp | -39.5 | -39.5
2_1_floorplan | 0 | 463
## cell usage after synthesis (79+ instances only)
cell	instances	area, um2
nand2_1	850	3190
a21oi_1	1001	5010
dfrtp_1	611	15300
ha_1	266	3330
a22oi_1	172	1290
a31oi_1	79	494
clkbuf_1	514	1930
a211oi_1	81	608
inv_1	597	2240
nor2_1	824	3090
nor3_1	113	566
buf_2	119	596
xnor2_1	174	1520
fa_1	439	8790
buf_1	89	334
o22ai_1	191	1190
mux2i_1	243	2430
o21ai_0	416	2080
nand3_1	145	726
## layer usage
metal / global-route usage, % / overflow
met2: 88.6 / 6
met4: 69.4 / 8
met5: 25.6 / 1
met3: 57.4 / 4
met1: 73.3 / 0
## cell families after synthesis
family / Yosys count / synth area share [%]
adder cells (fa/ha/maj): 705 / 17.6
flip-flops: 612 / 22.2
buffers and inverters: 1377 / 7.99
XOR/XNOR: 239 / 3.17
AND/OR/NAND/NOR: 2506 / 16.8
multiplexers: 332 / 5.40
AND-OR/OR-AND: 2849 / 26.9
other: 1 / 0.00543
